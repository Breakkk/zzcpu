==> constraint.sdc <==
current_design pc

set clk_period 3.0
set clk_io_pct 0.2

create_clock -name clk0 -period $clk_period [get_ports {clk}]

set non_clock_inputs [all_inputs -no_clocks]
set_input_delay [expr $clk_period * $clk_io_pct] -clock clk0 $non_clock_inputs
set_output_delay [expr $clk_period * $clk_io_pct] -clock clk0 [all_outputs]
==> design.v <==
`timescale 1ns / 1ps
module pc(
	input clk,
	input rst,
	input hold,  
	input pc_jump,	 
	input pc_write, 
	input [17:0] pc_jump_val,
	output reg [17:0] pc
    );
	initial pc = 16'h8000;
	always@ (posedge clk or negedge rst) begin
		if(!rst) begin
			pc <= 16'h8000;
		end
		else begin
			if(!pc_write) begin
				if(pc_jump) begin
					pc <= pc + 1;
				end
				else begin
					pc <= pc_jump_val;
				end
			end
		end
	end
endmodule
==> run.sh <==
#!/bin/bash
# OpenROAD 26Q1-2900-gdf79404cd8, Yosys 0.63+post, stock flow scripts
make -C /OpenROAD-flow-scripts/flow DESIGN_CONFIG=/design/flow/config.mk WORK_HOME=/design/flow/orfs finish
==> config.mk <==
export PLATFORM = sky130hd
export DESIGN_NAME = pc
export DESIGN_NICKNAME = pc
export VERILOG_FILES = /design/flow/design.v
export SDC_FILE = /design/flow/constraint.sdc
export NUM_CORES = 4
export LEC_CHECK = 1
export CORE_AREA = 10 10 87 87
export DIE_AREA = 0 0 97 97
==> results.txt <==
ANT cells: 0
Layout cells sized above 1: 8.187%
DRT Wirelength: 3547 um
Post-CTS sizing: 0
Max-slew headroom: 62.06%
Crit end category: flop
Fin util: 29.98%
Chip height: 97 um
Largest net degree at the start of global routing: 32
Log Warnings: 26
CTS Buffer Depth: 2
Post-DP HPWL: 2688 um
Post-route clock period utilization: 67.24%
Total number of vias: 1150
Post-CTS Setup Bufs: 0
Largest registers: pc x18
Fillers: 582
First-pass GRT wire length: 5775 um
CTS tree: done
Vias in the first global route: 1109
Floorplan core area: 5642 um2
Seq share, synth: 39.11%
Yosys Instances: 130
Post-CTS Hold Buffers: 0
Crit-path max cell delay: 0.64 ns
Area taken by multi-input logic gates: 658.1 um2
Hold Path Class: reg2reg
Layout area overhead: 46.48%
Final setup viols: 0
Crit-path cells: clkdlybuf4s50_1, nor2b_1, inv_1, or4_1, nand3_1
GRT Residual Overflow: 0
H-tree depth: 1
Largest reg by FF count: pc
Synth area leaders: dfrtp_1 37%, o22a_1 6.8%, a21oi_1 6.1%, mux2i_1 4.3%, nand2_1 3.6%
Critical Path AT: 2.20 ns
Clock skew: 0.008401 ns
Top cell type by total area after synthesis: dfrtp_1
Post-route ant nets: 0
Final-report max-slew violation count: 0
Avg Vias per Cell: 4.733
Setup_tns: 0 ns
Setup slack at placement: 0.7426 ns
Sequential Area: 451.7 um2
Cts bufs inserted: 3
Max-cap viol count: 0
LEAKAGE: 0.6308 nW
Global placer's final weighted congestion: 0.7767
Placed inst area: 1647 um2
Die ar.: 9409 um2
Status: finished, final reports clean
Max reg flops: 18
Synth Cell Area: 1155 um2
IO Port Bufs: 39
Clk latency late pin: 0.26 ns
CP Max Fanout: 8
Reg clk slew, reported paths: 0.08 ns
Final Power: 0.0007733 W
DRC: 0
Top delay family on crit path: simple AND/OR/NAND/NOR gates
TritonRoute pass-1 iters: 4
Gate Count Post-Synth: 130
Slowest stage cell on the critical path: clkdlybuf4s50_1
Unique cell types: 38
Crit path buffers/inverters: 2
Clk sinks: 18
Setup CP Type: in2reg
Clock Root Buffer: clkbuf_8
Pre-Place Util: 20.47%
I/O pin total: 41
Reg2reg setup slack: 1.03 ns
Tot GR Track Use: 7.093%
Worst vdd ir: 0.0001347 V
Final Hold Fails: 0
Chip width: 97 um
Slew @ Worst Pin: 0.5670 ns
RSZ-0062 raised after global routing: false
Post-DR wirelength/cell: 14.60 um
Design Area, Final: 1692 um2
Yosys stat chip area: 1155 um2
FMAX: 495.7 MHz
Startpoint types: primary input
Ys flops: 18
Pwr/cell area: 457.2 nW/um2
Area fraction of the dominant cell type after synthesis: 36.84%
CP required: 3.19 ns
Syn Area/Cell: 8.884 um2
Yosys warns: 1
Initial drt markers: 52
Post-layout min period: 2.017 ns
Core Rows: 27
Min setup slack post-route: 0.9827 ns
Initial antenna violation count: 0
## synth_stat cells, drive strengths merged
library cell,number
and4b,1
nand4,3
o21ai,3
nand2,11
or3,3
nor2,7
o211ai,2
dfstp,1
nand3,9
clkbuf,3
and4,2
nor4,2
o22a,10
o41ai,2
a31o,1
buf,4
inv,5
nor3,3
a41oi,1
a22oi,3
or4,1
a31oi,3
dfrtp,17
and3,2
mux2i,5
a21oi,14
nand2b,3
and2,1
nand4b,1
ha,1
a22o,1
nand3b,1
a221o,3
nor2b,1
## path summary, 6_finish.rpt
path,startpoint,endpoint,cells past startpoint
worst max-delay path,pc_jump,pc[17],5
worst min-delay path,pc[8],pc[8],1
worst max register to register,pc[0],pc[12],5
worst min register to register,pc[8],pc[8],1
max in group asynchronous,rst,pc[15],2
min in group asynchronous,rst,pc[1],2
## routing by layer
| metal | global-route usage, % | up-vias | share of wire, % |
|---|---|---|---|
| met1 | 9.983 | 537 | 48 |
| li1 | - | 588 | - |
| met3 | 2.077 | 2 | 5.5 |
| met2 | 10.84 | 23 | 46 |
| met5 | 0 | - | 0 |
| met4 | 0.6764 | 0 | 0.39 |
## cell type report
class | count | area share, %
multi-input combinational | 100 | 38.91
sequential | 18 | 26.70
timing repair buffer | 44 | 25.30
tap | 72 | 5.325
clock buffer | 4 | 2.663
inverter | 5 | 1.109
## stage by stage
stage	hold slack, ns	std cells
detailed placement	0.5703	239
finish	0.5796	243
floorplan	0.3044	130
global placement	0.5544	239
CTS	0.5887	243
global route	0.6003	243
## layout by cell type (no fill, tap or decap), drive strengths merged, types with 5 or more instances in the layout
cell | synthesis | final
buf | 4 | 5
inv | 5 | 5
nand3 | 9 | 9
nand2 | 11 | 11
a21oi | 14 | 14
clkdlybuf4s50 | 0 | 39
dfrtp | 17 | 17
o22a | 10 | 10
nor2 | 7 | 7
mux2i | 5 | 5
## report_power, final
group / total, W / leakage (nW) / internal [W] / switching (W)
clock network: 0.000178 / 0.0228 / 0.0000943 / 0.0000841
registers: 0.000347 / 0.203 / 0.000284 / 0.0000628
logic: 0.000248 / 0.406 / 0.000157 / 0.0000906
total: 0.000773 / 0.631 / 0.000536 / 0.000238
## kinds of logic (layout without fill, tap and decap cells)
group                      after synthesis  count (layout)  synth area share [%]
and+or+nand+nor                         51              51                 25.25
AOI/OAI and AO/OA                       43              43                 26.33
DFF                                     18              18                 39.11
buffers and inverters                   12              53                 3.900
muxes                                    5               5                 4.334
adders and majority gates                1               1                 1.083
No activity file was given, so power comes from the tool's default toggle rates.
