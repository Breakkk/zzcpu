## design.v

```verilog
`timescale 1ns / 1ps
module Register#(parameter WIDTH = 16, INIT = 0)(
	input [(WIDTH-1):0]d,
	input CLK,
	input EN_WRITE,
	input RESET,
	output reg [(WIDTH-1):0]q
	);
	always  @(negedge CLK)begin
		case(RESET)
			1'b1:begin
				q[(WIDTH-1):0] <= 1'h0;
			end
			1'b0:begin
				q[(WIDTH-1):0] <= (EN_WRITE) ? d[(WIDTH-1):0] : q[(WIDTH-1):0];
			end
		endcase
	end
endmodule
```

## run.sh

```bash
#!/bin/bash
# OpenROAD 26Q1-2900-gdf79404cd8, Yosys 0.63+post, stock flow scripts
make -C /OpenROAD-flow-scripts/flow DESIGN_CONFIG=/design/flow/config.mk WORK_HOME=/design/flow/orfs finish
```

## config.mk

```make
export PLATFORM = sky130hd
export DESIGN_NAME = Register
export DESIGN_NICKNAME = Register
export VERILOG_FILES = /design/flow/design.v
export SDC_FILE = /design/flow/constraint.sdc
export NUM_CORES = 4
export LEC_CHECK = 1
export CORE_AREA = 10 10 80 80
export DIE_AREA = 0 0 90 90
```

## constraint.sdc

```tcl
current_design Register

set clk_period 2.0
set clk_io_pct 0.2

create_clock -name clk0 -period $clk_period [get_ports {CLK}]

set non_clock_inputs [all_inputs -no_clocks]
set_input_delay [expr $clk_period * $clk_io_pct] -clock clk0 $non_clock_inputs
set_output_delay [expr $clk_period * $clk_io_pct] -clock clk0 [all_outputs]
```

==> flow_metrics.tcl <==
# metrics dict for downstream scripts
set metrics [dict create \
    status "finished, violations left" \
    violations "negative setup slack" \
    total_leakage_power_nw 0.4858 \
    top_cells_by_area "edfxtp_1 (79%), nor2b_1 (11%), and2b_1 (6.2%)" \
    ys.flop_type "edfxtp_1" \
    grt_antenna_before_repair 0 \
    dp_worst_setup_slack_ns -0.5260 \
    post-place-cells 137 \
    path_buffers 1 \
    vias 431 \
    antenna_cells 0 \
    gp_congestion 0.7479 \
    min_path_type "in -> reg" \
    netlist_area_um2 608.1 \
    clockBufferDepth 2 \
    regMostFlops "q" \
    edf_count 16 \
    async_flop_share_pct 0 \
    worstSetupPathType "reg -> out" \
    clk_pin_slew_worst_paths_ns 0.03 \
    most_common_cell "edfxtp_1" \
    fp.dieH_um 90 \
    syn_area_per_cell_um2 17.37 \
    slew_headroom_pct 88.29 \
    grt_usage_pct 4.322 \
    netlist_instances 35 \
    coreArea_um2 4723 \
    die-area_um2 8100 \
    crit_required_ns 1.60 \
    yosysTopAreaCell "edfxtp_1" \
    wirelength_mm 1.699 \
    warnings 44 \
    fin_ws_ns -0.1818 \
    powerDensity_nw_per_um2 796.6 \
    path_max_fanout 1 \
    worst_path_largest_cell_delay_ns 0.35 \
    fp.dieW_um 90 \
    ys_cells 35 \
    drt-pass1-iter-count 2 \
    num_rows 25 \
    peakVddDrop_mv 0.2711 \
    cts-root-buf "clkbuf_8" \
    synthTopCellsByCount "edfxtp_1 (16), nor2b_1 (11), and2b_1 (5)" \
    cp-start-kind "flop" \
    drive_above_1_share_pct 26.67 \
    ant_nets 0 \
    drv_cap 0 \
    cp_cell_sequence "buf_2" \
    htree_levels 1 \
    yosys_warnings 1 \
    fin_cells 157 \
    vias_per_cell 2.745 \
    setup_viol 16 \
    ys_types 6 \
    hold_viol_final 0 \
    area_growth_pct 75.51 \
    crit_path_top_delay_cell "edfxtp_1" \
    grt_overflow_total 0 \
    crit_family "flip-flops" \
    drcViolationCount 0 \
    ys_seq_share_pct 79.01 \
    end_kind "primary output" \
    hpwlAfterDp_mm 1.373 \
    cts_tree "yes" \
    dr.first_iter.drc_count 1 \
    largest_register_ffs 16 \
    portBuffers 34 \
    grt_pass1_vias 523 \
    avgRoutedWirePerCell_um 10.82 \
    top_regs "q: 16 flops" \
    grt_max_degree 11 \
    worst_pin_slew_ns 0.1756 \
    drv_slew 0 \
    worstPathArrival_ns 1.78 \
    ys_area_um2 608.1 \
    rsz0062_at_grt "yes" \
    numClockSinks 16 \
    cts_buffers 3 \
    ios 35 \
    synth_flops 16 \
    yosys.area.top_type_share_pct 79.01 \
    fp_util_pct 12.87 \
    grt_pass1_wl_mm 2.615 \
]
## final timing paths
path	from	to	slack, ns	depth (start not counted)
max	q[0]	q[0]	-0.18	1
min	EN_WRITE	q[4]	1.66	2
## routing by layer
| layer | track usage, % | vias to the layer above | part of all wire [%] |
|---|---|---|---|
| met5 | 0 | - | 0 |
| met4 | 1.194 | 0 | 0 |
| met3 | 3.856 | 0 | 13 |
| met2 | 7.082 | 20 | 53 |
| met1 | 3.808 | 180 | 33 |
| li1 | - | 231 | - |
## where the power goes
part / switching [W] / leakage [nW] / internal [W]
clock: 0.000172 / 0.107 / 0.000179
combinational: 0.0000269 / 0.209 / 0.0000611
sequential: 0.00000546 / 0.169 / 0.000406
total: 0.000204 / 0.486 / 0.000646
## timing repair
action	in CTS	in global routing
pin swaps	1	0
setup buffers	0	0
hold buffers	0	0
gates resized	54	0
cloned	1	0
setup endpoints to repair	48	16
## layout make-up
class,instances,area (um^2)
clock buffers,3,41.29
clock inverters,17,65.06
fillers,496,3656
multi-input cells,18,123.9
flip-flops and latches,16,480.5
well taps,67,83.83
repair buffers,36,272.8
## layout by cell type, fill, tap and decap left out
| master | synthesis | final |
|---|---|---|
| and2b_1 | 5 | 5 |
| buf_2 | 0 | 16 |
| buf_4 | 0 | 2 |
| clkbuf_8 | 0 | 3 |
| clkdlybuf4s50_1 | 0 | 16 |
| clkinvlp_2 | 0 | 1 |
| dlygate4sd2_1 | 0 | 2 |
| edfxtp_1 | 16 | 16 |
| inv_1 | 1 | 16 |
| nor2b_1 | 11 | 11 |
| or2_4 | 0 | 2 |
## metrics by stage
step,area [um^2],TNS (ns),util (%),hold WS (ns),power (W)
2_1_floorplan,614.3,-1.200,-,1.591,0.0004825
3_3_place_gp,1039,-18.89,21.99,2.064,0.0005843
3_5_place_dp,1039,-18.59,21.99,2.072,0.0005858
4_1_cts,1067,-3.022,22.60,1.655,0.0008738
5_1_grt,1067,-3.539,22.60,1.658,0.0009387
6_report,1067,-2.750,22.60,1.655,0.0008502
## cells by family (layout without fill, tap and decap cells)
kind of cell	after synthesis	count (layout)	share of synthesized area [%]
flops	16	16	79.01
simple gates	17	18	18.52
buf+inv	2	56	2.468
Power is estimated from default activity; no workload was simulated.
